==> flow/design.v <==
interface dadda_if;
  logic  clk;
  logic  reset;
  logic [3:0]  A_in;
  logic [3:0]  B_in;
  logic [7:0]  p_reg_out;
endinterface
module carry_save_adder_8bit(
    input  wire [7:0] A,
    input  wire [7:0] B,
    input  wire [7:0] C,
    output wire [7:0] Sum,
    output wire [7:0] Cout
);
    full_adder fa0 (A[0], B[0], C[0], Sum[0], Cout[0]);
    full_adder fa1 (A[1], B[1], C[1], Sum[1], Cout[1]);
    full_adder fa2 (A[2], B[2], C[2], Sum[2], Cout[2]);
    full_adder fa3 (A[3], B[3], C[3], Sum[3], Cout[3]);
    full_adder fa4 (A[4], B[4], C[4], Sum[4], Cout[4]);
    full_adder fa5 (A[5], B[5], C[5], Sum[5], Cout[5]);
    full_adder fa6 (A[6], B[6], C[6], Sum[6], Cout[6]);
    full_adder fa7 (A[7], B[7], C[7], Sum[7], Cout[7]);
endmodule
module dadda_multiplier_4x4(
    input  wire [3:0] A,
    input  wire [3:0] B,
    output wire [7:0] P
);
    wire [7:0] pp0 = {4'b0,           A & {4{B[0]}}        };  
    wire [7:0] pp1 = {3'b0,           A & {4{B[1]}}, 1'b0};  
    wire [7:0] pp2 = {2'b0,           A & {4{B[2]}}, 2'b0};  
    wire [7:0] pp3 = {1'b0,           A & {4{B[3]}}, 3'b0};  
    wire [7:0] s1, c1;
    carry_save_adder_8bit csa1 (
      .A   (pp0),
      .B   (pp1),
      .C   (pp2),
      .Sum (s1),
      .Cout(c1)
    );
    wire [7:0] c1_sh = c1 << 1;  
    wire [7:0] s2, c2;
    carry_save_adder_8bit csa2 (
      .A   (s1),
      .B   (c1_sh),
      .C   (pp3),
      .Sum (s2),
      .Cout(c2)
    );
    wire [7:0] c2_sh = c2 << 1;
    wire [7:0] final_sum;
    wire       final_cout;
    ripple_carry_adder_8bit rca (
      .A   (s2),
      .B   (c2_sh),
      .Cin (1'b0),
      .Sum (final_sum),
      .Cout(final_cout)
    );
    assign P = final_sum;
endmodule
module dadda_multiplier_with_io_ff (
    input  wire        clk,
    input  wire        reset,
    input  wire [3:0]  A_in,
    input  wire [3:0]  B_in,
  output wire [7:0]  P_reg_out
);
    reg [3:0] A_reg, B_reg;
    always @(posedge clk or posedge reset) begin
        if (reset) begin
            A_reg <= 4'b0;
            B_reg <= 4'b0;
        end else begin
            A_reg <= A_in;
            B_reg <= B_in;
        end
    end
    wire [7:0] P_comb;
    dadda_multiplier_4x4 mult_inst (
        .A(A_reg),
        .B(B_reg),
        .P(P_comb)
    );
    reg [7:0] P_reg;
    always @(posedge clk or posedge reset) begin
        if (reset)
            P_reg <= 8'b0;
        else
            P_reg <= P_comb;
    end
    assign P_reg_out = P_reg;
endmodule
module full_adder(
    input  wire A,
    input  wire B,
    input  wire Cin,
    output wire Sum,
    output wire Cout
);
    assign Sum  = A ^ B ^ Cin;
    assign Cout = (A & B) | (Cin & (A ^ B));
endmodule
module ripple_carry_adder_8bit(
    input  wire [7:0] A,
    input  wire [7:0] B,
    input  wire       Cin,
    output wire [7:0] Sum,
    output wire       Cout
);
    wire [7:0] carry;
    full_adder fa0 (A[0], B[0], Cin,      Sum[0], carry[0]);
    full_adder fa1 (A[1], B[1], carry[0], Sum[1], carry[1]);
    full_adder fa2 (A[2], B[2], carry[1], Sum[2], carry[2]);
    full_adder fa3 (A[3], B[3], carry[2], Sum[3], carry[3]);
    full_adder fa4 (A[4], B[4], carry[3], Sum[4], carry[4]);
    full_adder fa5 (A[5], B[5], carry[4], Sum[5], carry[5]);
    full_adder fa6 (A[6], B[6], carry[5], Sum[6], carry[6]);
    full_adder fa7 (A[7], B[7], carry[6], Sum[7], carry[7]);
    assign Cout = carry[7];
endmodule
==> flow/run.sh <==
#!/bin/bash
# OpenROAD 26Q1-2900-gdf79404cd8, Yosys 0.63+post, stock flow scripts
make -C /OpenROAD-flow-scripts/flow DESIGN_CONFIG=/design/flow/config.mk WORK_HOME=/design/flow/orfs finish
==> flow/config.mk <==
export PLATFORM = sky130hd
export DESIGN_NAME = dadda_multiplier_with_io_ff
export DESIGN_NICKNAME = dadda_multiplier_with_io_ff
export VERILOG_FILES = /design/flow/design.v
export SDC_FILE = /design/flow/constraint.sdc
export NUM_CORES = 4
export LEC_CHECK = 1
export CORE_AREA = 10 10 80 80
export DIE_AREA = 0 0 90 90
==> flow/constraint.sdc <==
current_design dadda_multiplier_with_io_ff

set clk_period 4.8
set clk_io_pct 0.2

create_clock -name clk0 -period $clk_period [get_ports {clk}]

set non_clock_inputs [all_inputs -no_clocks]
set_input_delay [expr $clk_period * $clk_io_pct] -clock clk0 $non_clock_inputs
set_output_delay [expr $clk_period * $clk_io_pct] -clock clk0 [all_outputs]
==> impl_metrics.env <==
# physical design summary
export IMPL_worstMarginPinSlew_ps=589
export IMPL_critical_path_reg2reg_startpoint="B_reg[0]"
export IMPL_min_period_ps=3070
export IMPL_clk_path_buf_depth=2
export IMPL_lay_top_cells="clkdlybuf4s50_1, dfrtp_1, and2_1"
export IMPL_antenna_found_initial=0
export IMPL_rsz0062_at_grt="false"
export IMPL_timing_critical_path_max_delay_family="adder cells"
export IMPL_ys_sh_mux_pct=0
export IMPL_min_path_cells=1
export IMPL_yosys_cell_types_count=6
export IMPL_layout_area_seq_sq_um=400
export IMPL_synth_logic_top_family="adder cells"
export IMPL_worst_r2r_setup_slack_ps=1730
export IMPL_synth_cellmix_xorXnorShare_pct=0
export IMPL_vdd_ir_drop_worst_v=0.000164
export IMPL_clk_pin_slew_ps=50
export IMPL_timing_setup_tns_ps=0
export IMPL_cts_buffers=3
export IMPL_timing_clock_skew_ps=1.20
export IMPL_fp_row_count=25
export IMPL_hold_fails_final_rpt=0
export IMPL_drt_iter0_markers=8
export IMPL_io_count=18
export IMPL_ys_warnings_count=1
export IMPL_path_max_fanout=4
export IMPL_max_cap_violations=0
export IMPL_worst_path_largest_cell_delay_ps=540
export IMPL_critPathMostFrequentCell="fa_1"
export IMPL_final_min_period_over_clock_period_pct=63.9
export IMPL_timing_worst_setup_path_type="register to register"
export IMPL_synth_stat_cells=49
export IMPL_vias_per_cell=2.81
export IMPL_largest_net_degree_at_the_start_of_global_routing=17
export IMPL_drive_above_1_share_pct=4.35
export IMPL_logic_area_sq_um=293
export IMPL_timing_rr_end="P_reg[6]"
export IMPL_final_layout_top_logic_cell="clkdlybuf4s50_1"
export IMPL_cell_chosen_for_the_clock_root="clkbuf_8"
export IMPL_netlist_instances=49
export IMPL_drt_pre_antenna_iters=2
export IMPL_worst_path_buf_inv=1
export IMPL_maxClockFrequency_mhz=326
export IMPL_die_width_microns=90
export IMPL_end_kind="register"
export IMPL_cts_repair_timing_setup_buffer_count=0
export IMPL_numSynthFlops=16
export IMPL_yosys_area_share_aoi_pct=0
export IMPL_core_sq_um=4720
export IMPL_slowest_stage_cell_on_the_critical_path="fa_1"
export IMPL_largest_register_ffs=8
export IMPL_clock_sinks=16
export IMPL_slew_viol_final=0
export IMPL_power_per_cell_area_nw_per_um2=306
export IMPL_openroad_warnings=25
export IMPL_num_fill_cells=495
export IMPL_first_global_vias=435
export IMPL_place_detailed_hpwl_microns=986
export IMPL_post_synth_instance_area_sq_um=712
export IMPL_worst_ep_required_time_ps=4910
export IMPL_htree_num_levels=1
export IMPL_hold_path_class="register to register"
export IMPL_area_growth_syn_to_layout_pct=41.5
export IMPL_fp_util_pct=15.1
export IMPL_syn_area_per_cell_sq_um=14.5
export IMPL_ys_sh_adder_pct=29.5
export IMPL_ant_diodes=0
export IMPL_design_area_sq_um=1010
export IMPL_cp_start_kind="register"
export IMPL_gr_usage_all_layers_pct=2.96
export IMPL_min_delay_start="B_reg[0]"
export IMPL_final_core_util_pct=21.3
export IMPL_clock_latency_late_sink_ps=240
export IMPL_run_status="finished clean"
export IMPL_drt_wl_total_microns=1140
export IMPL_tritoncts_clock_tree="done"
export IMPL_first_pass_grt_wire_length_microns=2000
export IMPL_worstRegToRegCells=8
export IMPL_finalWeightedCongestion=0.787
export IMPL_critPathArrivalTime_ps=3180
export IMPL_pleak_nw=0.454
export IMPL_whs_endpoint="P_reg[0]"
export IMPL_buffer_ports_inserted=17
export IMPL_path_cells="nand2_1 > fa_1 > fa_1 > inv_1 > ha_1 > fa_1 > fa_1 > fa_1"
export IMPL_yosys_stat_seqShare_pct=56.2
export IMPL_finalNonFillerCells=136
export IMPL_dieHeight_microns=90
export IMPL_die_area_sq_um=8100
export IMPL_avgRoutedWirePerCell_microns=8.40
export IMPL_ys_sh_simple_pct=11.6
export IMPL_final_setup_viol_count=0
export IMPL_slew_headroom_pct=60.7
export IMPL_vias=382
export IMPL_postCtsResizedCells=0
export IMPL_ant_nets=0
export IMPL_total_power_mw=0.308
export IMPL_yosysChipArea_sq_um=712
export IMPL_grt_ovfl_total=0
export IMPL_place_inst=133
export IMPL_ctsHoldBuffers=0
export IMPL_placedInstanceArea_sq_um=966
export IMPL_drc_errors=0
power by group:
part           total, mW  internal, mW  switching (mW)
Sequential         0.157         0.151         0.00587
Combinational     0.0584        0.0386          0.0198
Clock             0.0928        0.0554          0.0375
stage by stage:
step	hold slack (ps)	worst slack (ps)
floorplan	491	1810
global placement	513	1740
detailed placement	524	1730
CTS	543	1720
global route	588	1610
finish	539	1730
cell families (layout without fill, tap and decap cells):
logic type	after synthesis	after routing
flip-flops	16	16
AND/OR/NAND/NOR	16	16
buffers and inverters	5	25
adder cells (fa/ha/maj)	12	12
area by class of cell:
type                    instances  share of cell area [%]
multi-input cells              28                    29.1
repair buffers                 17                    16.9
flip-flops and latches         16                    39.8
inverters                       5                    1.86
well taps                      67                    8.32
clock buffers                   3                    4.10
synth_stat cells:
cell	n	area, sq um
dfrtp_1	16	400
inv_1	5	18.8
fa_1	8	160
and2_1	9	56.3
ha_1	4	50.1
nand2_1	7	26.3
worst max path at each step:
stage	from	end	slack, ps	cells after the start
6_report	B_reg[0]	P_reg[6]	1730	8
5_1_grt	B_reg[0]	P_reg[6]	1610	8
4_1_cts	B_reg[0]	P_reg[6]	1720	8
routing by layer:
| layer | track usage [%] | part of all wire, % | vias to the layer above |
|---|---|---|---|
| met4 | 0.133 | 0 | 0 |
| met5 | 0 | 0 | - |
| met2 | 3.45 | 32 | 24 |
| met3 | 2.26 | 13 | 0 |
| met1 | 4.33 | 55 | 172 |
| li1 | - | - | 186 |
Power and IR drop assume default switching activity.
